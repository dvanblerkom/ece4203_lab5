===== flow/design.v =====
module fifo #(parameter WIDTH = 8, parameter LOGDEPTH = 3) (
    input clk,
    input reset,
    input enq_val,
    input [WIDTH-1:0] enq_data,
    output enq_rdy,
    output deq_val,
    output [WIDTH-1:0] deq_data,
    input deq_rdy
);
localparam DEPTH = (1 << LOGDEPTH);
reg [WIDTH-1:0] buffer [DEPTH-1:0];
reg [LOGDEPTH-1:0] rptr, wptr;
reg full, empty;
wire enq_fire;
wire deq_fire;
wire wptr_next, rptr_next;
assign enq_fire = enq_val & enq_rdy;
assign deq_fire = deq_val & deq_rdy;
assign wptr_next = wptr + 1;
assign rptr_next = rptr + 1;
assign enq_rdy = ~full;
assign deq_val = ~empty;
assign deq_data = buffer[rptr];
always @(posedge clk or posedge reset)
  begin
     if (reset) begin
	wptr <= 0;
	rptr <= 0;
	full <= 0;
	empty <= 1;
     end else begin
	if (enq_fire) begin
	   buffer[wptr] <= enq_data;
	   wptr <= wptr_next; 
	end
	if (deq_fire) begin
	   rptr <= rptr_next;
	end 
	if (~(enq_fire & deq_fire)) begin 
	   if (enq_fire) begin
	      full <= (wptr_next == rptr);
	      empty <= 0;
	   end
	   if (deq_fire) begin
	      full <= 0;
	      empty <= (wptr == rptr_next);
	   end
	end
     end
  end
endmodule

===== flow/run.sh =====
#!/bin/bash
# OpenROAD 26Q1-2900-gdf79404cd8, Yosys 0.63+post, stock flow scripts
make -C /OpenROAD-flow-scripts/flow DESIGN_CONFIG=/design/flow/config.mk WORK_HOME=/design/flow/orfs finish

===== flow/config.mk =====
export PLATFORM = sky130hd
export DESIGN_NAME = fifo
export DESIGN_NICKNAME = fifo
export VERILOG_FILES = /design/flow/design.v
export SDC_FILE = /design/flow/constraint.sdc
export NUM_CORES = 4
export LEC_CHECK = 1
export CORE_AREA = 10 10 78 78
export DIE_AREA = 0 0 88 88

===== flow/constraint.sdc =====
current_design fifo

set clk_period 2.4
set clk_io_pct 0.2

create_clock -name clk0 -period $clk_period [get_ports {clk}]

set non_clock_inputs [all_inputs -no_clocks]
set_input_delay [expr $clk_period * $clk_io_pct] -clock clk0 $non_clock_inputs
set_output_delay [expr $clk_period * $clk_io_pct] -clock clk0 [all_outputs]

==> results.cfg <==
; implementation run metrics
[floorplan]
chipArea_sq_um = 7744
pin_count = 22
core_area_sq_um = 4414
die_w_microns = 88
num_rows = 24
fp_util_pct = 17.40
fp.dieH_microns = 88

[synth]
synth_area_per_cell_sq_um = 17.87
ys_chip_area_sq_um = 768.2
ys_types = 12
ys_cells = 43
synth_seq_share_pct = 75.73
syn_inst = 43
yosysTopAreaCellShare_pct = 62.54
topCellsByArea = edfxtp_1, mux2_2, dfrtp_1
yosysWarnings = 2
syn-cell-area_sq_um = 768.2
top_area_cell = edfxtp_1
ys.flops = 20

[cts]
clock_sinks = 20
post-cts-setup-buffers = 0
cts_root_buf = clkbuf_8
cts-resized-gates = 0
clockBufferDepth = 2
holdBufCountCts = 0
cts_buffers = 3
clkTransAtPathRegs_ns = 0.07
clock_latency_ns = 0.25
tritoncts = built
htree_levels = 1

[critical_path]
worstSetupEndpointType = output pin
cp.arrival_ns = 1.71
startpoint_type = flop
critPathKind = reg -> out
cp.required_ns = 1.92
max_stage_delay_ns = 0.65
path_cells = mux2_2, clkdlybuf4s50_1
reg2reg_depth = 4
path_delay_family = flip-flops
path_depth = 2
slowest_stage = dfrtp_1
crit_buf_inv = 1
path_max_fanout = 10

[min_path]
hold_path_class = in -> async

[global_route]
grt_pass1_vias = 505
grt_pass1_wl_microns = 2394
antenna_found_initial = 0
grt_max_degree = 13
grt_overflow_total = 0
track_usage_pct = 3.995

[timing]
max_freq_mhz = 456.8
slew_violations = 0
min_period_over_period_pct = 91.21
tightest_slew_ns = 0.4889
setup_tns_ns = 0
finalSetupViolations = 0
hold_violations = 0
fin_skew_ns = 0.008928
slew-limit-headroom_pct = 67.41
period_needed_ns = 2.189
rsz0062_at_grt = false

[placement]
place_hpwl_microns = 1171
io_buffers = 21
place_area_sq_um = 1047
routabilityCongestion = 0.6667

[power_and_ir_drop]
leakage_nw = 0.3890
power_w = 0.001152
pwr_density_cell_nw_per_um2 = 1030
ir_drop_v = 0.0005215

[cells_and_area]
drive_gt1_share_pct = 23.19
syn2layout_area_growth_pct = 45.60
design_area_sq_um = 1119
layout_top_cell = clkdlybuf4s50_1
mostFrequentLayoutCells = clkdlybuf4s50_1, edfxtp_1, mux2_2

[route]
viasPerCell = 3.587
wirelength_microns = 1527
dr_total_vias = 434
avgRoutedWirePerCell_microns = 12.62
first_pass_iters = 4
drt_iter0_drc = 40
ant_nets = 0
antenna_cells = 0
drc = 0

[job]
cap_violations = 0
warnings = 25

[outcome]
status = finished, final reports clean
[worst reg2reg max path, stage by stage, from the launching register on]
cell	delay (ns)
dfrtp_1	0.38
inv_1	0.09
nand2_1	0.10
nor3b_1	0.20
buf_4	0.21
[power by group]
group          internal (W)  leakage (nW)  total (W)  switching, W
registers          0.000447         0.192   0.000511     0.0000643
clock network      0.000222        0.0357   0.000327      0.000105
logic              0.000220         0.161   0.000313     0.0000939
[stage by stage]
step / utilization [%] / cells / setup WS, ns / hold WS (ns)
2_1_floorplan: - / 43 / 0.7728 / 0.2454
3_3_place_gp: 23.72 / 117 / 0.4690 / 0.5077
3_5_place_dp: 23.72 / 117 / 0.4469 / 0.5094
4_1_cts: 25.34 / 121 / 0.1722 / 0.4887
5_1_grt: 25.34 / 121 / 0.08907 / 0.5123
6_report: 25.34 / 121 / 0.2109 / 0.4996
[path summary, 6_finish.rpt]
path | slack, ns | from | to
max | 0.21 | rptr | deq_data[5]
min | 0.50 | reset | full
max reg2reg | 1.14 | full | buffer[1][3]
min in group clk0 | 0.53 | full | full
max in group asynchronous | 1.67 | reset | empty
min reg2reg | 0.53 | full | full
[synth_stat cells]
| master | number |
|---|---|
| edfxtp_1 | 16 |
| mux2_2 | 8 |
| a21oi_1 | 4 |
| dfrtp_1 | 3 |
| inv_1 | 3 |
| nand2_1 | 2 |
| xnor2_1 | 2 |
| buf_6 | 1 |
| dfstp_2 | 1 |
| nor3_1 | 1 |
| nor3b_1 | 1 |
| xor2_2 | 1 |
[final cells by class]
class / count / area (sq um)
clock buffer: 3 / 41.29
clock inverter: 1 / 30.03
fill: 438 / 3296
inverter: 3 / 11.26
multi-input combinational: 19 / 163.9
sequential: 20 / 581.8
tap: 52 / 65.06
timing repair buffer: 23 / 225.2
[flip-flops by register name, summed over array words and instances, names as in the netlist]
signal	count
buffer	16
wptr	1
empty	1
rptr	1
full	1
[per-layer routing]
layer | routed length (microns) | global-route usage, % | vias to the layer above
met4 | 13 | 0.2899 | 0
met5 | 0 | 0 | -
met2 | 650 | 6.019 | 20
met3 | 109 | 2.058 | 2
li1 | - | - | 206
met1 | 753 | 5.291 | 206
[logic make-up after synthesis]
group / share of synthesized area, %
AOI/OAI and AO/OA: 2.606
xor gates and xnor gates: 4.398
buffers and inverters: 2.931
DFF: 75.73
muxes: 11.73
and+or+nand+nor: 2.606
Power figures rest on the tool's default switching activity, not on a simulated workload.
