==> design/flow/design.v <==
module alu #(parameter WIDTH = 32) (
    input wire clk,				    
    input wire [WIDTH-1:0] A,  
    input wire [WIDTH-1:0] B,  
    input wire [2:0] 	   alu_op,  
    output reg [WIDTH-1:0] result    
);
localparam ALU_ADD  = 3'b0000;  
localparam ALU_SUB  = 3'b0001;  
localparam ALU_AND  = 3'b0010;  
localparam ALU_OR   = 3'b0011;  
localparam ALU_XOR  = 3'b0100;  
localparam ALU_SLL  = 3'b0101;  
localparam ALU_SRL  = 3'b0110;  
localparam ALU_SRA  = 3'b0111;  
reg [WIDTH-1:0] 	    calc;
reg [WIDTH-1:0] 	    inA;
reg [WIDTH-1:0] 	    inB;
always @(posedge clk) begin
   result <= calc;
   inA <= A;
   inB <= B;
end
always @(*) begin
    case (alu_op)
        ALU_ADD: calc = inA + inB;
        ALU_SUB: calc = inA - inB;
        ALU_AND: calc = inA & inB;
        ALU_OR:  calc = inA | inB;
        ALU_XOR: calc = inA ^ inB;
        ALU_SLL: calc = inA << inB[3:0];                 
        ALU_SRL: calc = inA >> inB[3:0];
        ALU_SRA: calc = $signed(inA) >>> inB[3:0];
        default: calc = {WIDTH{1'b0}};               
    endcase
end
endmodule
==> design/flow/run.sh <==
#!/bin/bash
# OpenROAD 26Q1-2900-gdf79404cd8, Yosys 0.63+post, stock flow scripts
make -C /OpenROAD-flow-scripts/flow DESIGN_CONFIG=/design/flow/config.mk WORK_HOME=/design/flow/orfs finish
==> design/flow/config.mk <==
export PLATFORM = sky130hd
export DESIGN_NAME = alu
export DESIGN_NICKNAME = alu
export VERILOG_FILES = /design/flow/design.v
export SDC_FILE = /design/flow/constraint.sdc
export NUM_CORES = 4
export LEC_CHECK = 1
export CORE_UTILIZATION = 50
==> design/flow/constraint.sdc <==
current_design alu

set clk_period 20.1
set clk_io_pct 0.2

create_clock -name clk0 -period $clk_period [get_ports {clk}]

set non_clock_inputs [all_inputs -no_clocks]
set_input_delay [expr $clk_period * $clk_io_pct] -clock clk0 $non_clock_inputs
set_output_delay [expr $clk_period * $clk_io_pct] -clock clk0 [all_outputs]
==> out/qor.txt <==
CP arrival - 8110 ps
Most used routing layer - met1
Max cap viols - 0
Yosys stat cell total - 1129
Clock Skews - 7.33 ps
CORE AREA - 0.0180 mm^2
Finished Cell Area - 0.0106 mm^2
Slowest CP cell - o41ai_1
Syn. warnings - 1
Syn avg cell area - 8.15 um^2
Area leader, netlist - dfxtp_1
Dpl ws - 11900 ps
GRT overflow - 0
CTS max path bufs - 2
Routing usage on met1 - 54.6%
Reg-to-Reg End - result[29]
Worst setup EP type - flop
Met2 Track Usage GR - 50.6%
# DRC - 0
Critical-path cell list - clkdlybuf4s50_1, buf_4, clkinv_1, nand2_1, nor2_1, a31oi_1, xnor2_1, ha_1, a21oi_1, o21ai_0, a221oi_1, o211ai_1, o41ai_1, xor2_1, o221ai_1
Die area - 0.0189 mm^2
Antenna viol nets, final - 0
Hold path start - inB[18]
VDD IR max - 0.0517 mV
Final hold vios - 0
Commonest flop - dfxtp_1
I/O pin cnt - 100
Most common cell in the netlist - nor2_1
Register bit total from synthesis - 96
Initial antenna violation count - 1
Post-synth EDFFs - 0
FP Rows - 49
Clock sinks - 96
Post-synth ARST share - 0%
Largest cells by area - dfxtp_1 (21%), ha_1 (13%), mux4_2 (7.1%)
Final WL - 32.5 mm
Hold Path End - result[18]
CP max FO - 17
Mapped cell area - 0.00920 mm^2
WS Path Type - input pin to flop
Gate Count Post-Synth - 1129
Area leader share - 20.9%
Starting DRT DRC Count - 870
Area Overhead vs Synth - 15.2%
Final worst-path cycle share - 39.2%
DRT Pass-1 Iters - 5
Late-Pin Clk Latency - 360 ps
First-pass GRT wire length - 49.9 mm
CTS buffer count - 9
DIE WIDTH - 138 um
Post-DP Area - 0.0103 mm^2
Clock transition at path regs - 80 ps
Postcts setup bufs - 0
Hold_ws - 727 ps
Crit-path max cell delay - 500 ps
DR vias - 9128
# fillers - 1679
Number of global-route vias before repair - 8542
Diode count - 0
Slew Limit Fails - 0
FP Core Util - 51.0%
Reg2reg start - inB[3]
Setup ws final - 12210 ps
Flop2flop setup slack - 14980 ps
Synth cell types - 81
CTS resizes - 0
CTS tree - built
Reg2Reg Depth - 15
I/O Buffers - 99
RSZ-0062 raised after global routing - false
CTS root buf - clkbuf_16
Area reported by Yosys stat - 0.00920 mm^2
Hold WC Path Type - flop to flop
Post-detail-place hpwl - 24.0 mm
# H-tree levels - 3
Fin crit period - 7890 ps
Drt via density - 6.43
Final setup TNS - 0 ps
Total power - 0.000642 W
Logic area - 0.00666 mm^2
Worst Tran Pin Value - 978 ps
Sequential fraction of the synthesis area - 20.9%
Pwr Density - 60.6 mW/mm^2
WL per Instance - 22.9 um
Worst hold path cell count - 4
Tool warnings - 60
Share of layout cells above drive strength 1 - 8.07%
Leak pwr - 4.51 nW
Die Y - 138 um
Max Freq - 127 MHz
Routability cong. - 0.983
Headroom to the max-slew limit - 34.6%
Endpoints failing setup - 0
Largest net degree at the start of global routing - 76
CP Launch Type - input pin
Met3 usage - 12.9%
Critical Path RT - 20320 ps
Most common library cells after synthesis - nor2_1 (135), ha_1 (97), dfxtp_1 (96)
CTS Hold Bufs - 0
Total global-route track usage - 36.5%
Register area - 0.00193 mm^2
Outcome - finished, final reports clean
sequential cells by signal, summed over array words and instances (netlist names):
name	count
result	32
inB	32
inA	32
layout make-up:
class                   instances  share of cell area, %
clock buffers                  10                   2.16
well taps                     229                   2.70
flip-flops and latches         96                   18.2
clock inverters                 6                  0.543
repair buffers                122                   10.9
inverters                      75                   2.66
multi-input cells             881                   62.8
worst max path at each step:
stage	startpoint	end
CTS	alu_op[1]	result[29]
global route	alu_op[1]	result[29]
finish	alu_op[1]	result[29]
kinds of logic after synthesis:
group / count (synthesis) / synth area share (%)
multiplexers: 79 / 12.7
AND/OR/NAND/NOR: 319 / 15.7
XOR/XNOR: 52 / 4.95
AND-OR/OR-AND: 333 / 25.6
adder cells (fa/ha/maj): 98 / 13.4
flip-flops: 96 / 20.9
buffers and inverters: 152 / 6.78
metal layers:
metal	up-vias	wire length, um
li1	4275	-
met1	4313	14500
met2	470	13400
met3	68	3650
met4	2	916
met5	-	13
critical path, delay by kind of cell:
family,cells,cell delay (ps)
AOI/OAI and AO/OA,7,2040
xor gates and xnor gates,2,360
adders and majority gates,1,330
buffers and inverters,3,1090
and+or+nand+nor,2,260
cells in the final DEF, fill, tap and decap left out, drive strengths merged, types with 13 or more instances in the layout:
| master | Yosys | final |
|---|---|---|
| nand3 | 15 | 15 |
| ha | 97 | 97 |
| a21o | 28 | 28 |
| xnor2 | 39 | 39 |
| clkdlybuf4s50 | 0 | 98 |
| o21ai | 51 | 51 |
| a21oi | 78 | 78 |
| nor2 | 135 | 135 |
| mux4 | 29 | 29 |
| nor3 | 35 | 35 |
| xor2 | 13 | 13 |
| buf | 32 | 24 |
| nand2 | 74 | 74 |
| inv | 72 | 76 |
| a22oi | 16 | 16 |
| mux2i | 39 | 39 |
| dfxtp | 96 | 96 |
| a211oi | 35 | 35 |
metrics by stage:
stage	cells	utilization, %
6_report	1419	58.8
5_1_grt	1419	58.8
4_1_cts	1419	58.8
3_5_place_dp	1403	57.2
3_3_place_gp	1403	57.2
2_1_floorplan	1129	-
power breakdown:
part | internal, W | leakage [nW] | switching (W)
Sequential | 0.000208 | 0.810 | 0.0000198
Combinational | 0.000112 | 3.56 | 0.000131
Clock | 0.0000872 | 0.141 | 0.0000845
No activity file was given, so power comes from the tool's default toggle rates.
