==> flow/design.v <==
module gcd_datapath #( parameter W = 16 )
( 
	input [W-1:0] operands_bits_A,
	input [W-1:0] operands_bits_B,
	output [W-1:0] result_bits_data,
	input clk, reset,
	input B_mux_sel, A_en, B_en,
	input [1:0] A_mux_sel,
	output B_zero,
	output A_lt_B
);
reg [W-1:0] A_reg;
reg [W-1:0] B_reg;
wire [W-1:0] A_next;
wire [W-1:0] B_next;
wire [W-1:0] sub_out;
assign A_next
	= A_mux_sel == 0 ? operands_bits_A
	: A_mux_sel == 1 ? B_reg
	: A_mux_sel == 2 ? sub_out
	: {W{1'bx}};
assign B_next
	= B_mux_sel == 0 ? operands_bits_B
	: B_mux_sel == 1 ? A_reg
	: {W{1'bx}};
assign sub_out = A_reg - B_reg;
assign B_zero = (B_reg == 0) ? 1'b1 : 1'b0;
assign A_lt_B = (A_reg < B_reg) ? 1'b1 : 1'b0;
assign result_bits_data = A_reg;
always @ (posedge clk or posedge reset) begin
	if(reset) begin
		A_reg <= 0;
		B_reg <= 0;
	end else begin
		if (A_en) A_reg <= A_next;
		if (B_en) B_reg <= B_next;
	end
end
endmodule
==> flow/run.sh <==
#!/bin/bash
# OpenROAD 26Q1-2900-gdf79404cd8, Yosys 0.63+post, stock flow scripts
make -C /OpenROAD-flow-scripts/flow DESIGN_CONFIG=/design/flow/config.mk WORK_HOME=/design/flow/orfs finish
==> flow/config.mk <==
export PLATFORM = sky130hd
export DESIGN_NAME = gcd_datapath
export DESIGN_NICKNAME = gcd_datapath
export VERILOG_FILES = /design/flow/design.v
export SDC_FILE = /design/flow/constraint.sdc
export NUM_CORES = 4
export LEC_CHECK = 1
export CORE_UTILIZATION = 40
==> flow/constraint.sdc <==
current_design gcd_datapath

set clk_period 5.7
set clk_io_pct 0.2

create_clock -name clk0 -period $clk_period [get_ports {clk}]

set non_clock_inputs [all_inputs -no_clocks]
set_input_delay [expr $clk_period * $clk_io_pct] -clock clk0 $non_clock_inputs
set_output_delay [expr $clk_period * $clk_io_pct] -clock clk0 [all_outputs]
==> metrics.csv <==
stage;metric;value;unit
final_timing;clock_skew;6.04;ps
setup_path;required;4560;ps
die;coreArea;5990;sq um
setup_path;cp-start-kind;flop;
placed_design;dp.cells;417;
clocking;path_clk_slew;70;ps
clocking;cts-htree-levels;2;
setup_path;end_kind;output pin;
clocking;cts_tree;yes;
pwr;ir_drop;0.176;mV
setup_path;cp_max_fo;3;
synth;async_flop_share;100;%
run;maxCapViolations;0;
detailed_routing;postRouteAntennaNets;0;
final_timing;setup_viol;0;
detailed_routing;wirelength_met1;3730;um
detailed_routing;num_vias;2225;
clocking;root_buffer;clkbuf_8;
placed_design;hpwl;4940;um
detailed_routing;met2_length;2820;um
setup_path;path_class;flop to output pin;
detailed_routing;antennaDiodeCount;0;
synth;common_cells;40 x nor2_1, 34 x mux2i_1, 32 x dfrtp_1, 30 x a21oi_1, 21 x inv_1;
clocking;cts_buffers;5;
layout;area_growth;28.8;%
grt;grt_overflow;0;
die;dieArea;6580;sq um
final_timing;rsz0062_at_grt;no;
run;warnings;25;
detailed_routing;wl_per_cell;16.0;um
final_timing;hold_viol_final;0;
grt;grt_pass1_wl;10900;um
synth;yosysTopAreaCellShare;32.0;%
placed_design;port_buffers;56;
grt;grt_pass1_vias;2100;
clocking;post_cts_buffers;0;
clocking;cts_resized;0;
synth;yosys-stat-area;2500;sq um
synth;largest_area_cell;dfrtp_1;
die;initial_core_util;41.8;%
synth;area_leaders;dfrtp_1 32%, mux2i_1 14%, ha_1 8.0%, a21oi_1 6.0%, nor2_1 6.0%;
grt;grtUsageTotal;22.7;%
synth;yosysWarnings;1;
detailed_routing;routed_wl;6790;um
setup_path;arrival;2680;ps
detailed_routing;dr_wl_met3;175;um
die;die_w;81.1;um
synth;ys_cells;292;
clocking;cts_hold_buf;0;
grt;grt_max_degree;33;
final_timing;worstMarginPinSlew;471;ps
final_timing;drv_slew;0;
synth;ys_ff;32;
min_path;holdCritPathClass;flop to flop;
final_timing;finalCritPeriodShare;67.0;%
setup_path;critPathMaxStageDelay;420;ps
layout;drive_gt1_share;6.30;%
setup_path;cp_num_buf_inv;2;
detailed_routing;highest_layer;met4;
run_status;outcome;finished, final reports clean;
clocking;clock-sinks;32;
pwr;powerDensity;433;nW/um^2
detailed_routing;vias_per_cell;5.25;
synth;edf_count;0;
die;die_h;81.1;um
setup_path;cp_cell_sequence;inv_1, ha_1, fa_1, nor2b_1, o31ai_1, a21oi_1, a21oi_2, o21a_1, clkdlybuf4s50_1;
synth;synthesis.area;2500;sq um
placed_design;gp_congestion;0.902;
clocking;clk_path_buf_depth;2;
final_timing;min_period;3820;ps
synth;yosysMostFrequentCell;nor2_1;
die;num_rows;28;
synth;synth_cell_types;50;
die;pin_count;57;
final_timing;slew_headroom;68.3;%
synth;syn_area_per_cell;8.57;sq um
detailed_routing;first_iter_violations;132;
synth;ys_seq_share;32.0;%
synth;synth_cells;292;
detailed_routing;drc;0;
clocking;clock_latency;280;ps
setup_path;slowest_stage;fa_1;
grt;antenna_found_initial;0;
synth;ff_type;dfrtp_1;
setup_path;crit_family;AND-OR/OR-AND gates;
final_timing;setup_tns;0;ps
pwr;p_leak;1.52;nW
detailed_routing;first_pass_iters;4;
final_timing;fmax;262;MHz
layout;final_cells;424;
==> layer usage <==
| metal | track usage [%] | vias to the layer above |
|---|---|---|
| met3 | 2.28 | 7 |
| met2 | 31.9 | 42 |
| met5 | 0 | - |
| met1 | 39.1 | 1014 |
| li1 | - | 1162 |
| met4 | 2.68 | 0 |
==> path summary, 6_finish.rpt <==
| check | startpoint | endpoint | slack [ps] | cells after the start |
|---|---|---|---|---|
| hold / removal | A_reg[3] | A_reg[3] | 550 | 1 |
| setup / recovery | A_reg[0] | A_lt_B | 1880 | 9 |
| hold reg to reg | A_reg[3] | A_reg[3] | 550 | 1 |
| max in group asynchronous | reset | A_reg[12] | 4120 | 3 |
| setup reg to reg | A_reg[0] | A_reg[14] | 3350 | 9 |
| min in group asynchronous | reset | B_reg[13] | 1250 | 3 |
==> power by group <==
part | total (mW) | internal [mW] | switching [mW]
sequential | 0.397 | 0.303 | 0.0939
combinational | 0.831 | 0.431 | 0.401
clock | 0.167 | 0.0830 | 0.0841
==> stage by stage <==
| stage | hold WS, ps | cell area (sq um) | utilization (%) | setup WS, ps | power [mW] |
|---|---|---|---|---|---|
| 2_1_floorplan | 478 | 2500 | - | 2830 | 0.952 |
| 3_3_place_gp | 541 | 3150 | 52.5 | 2230 | 1.22 |
| 4_1_cts | 556 | 3220 | 53.8 | 1870 | 1.40 |
| 5_1_grt | 588 | 3220 | 53.8 | 1730 | 1.53 |
| 6_report | 550 | 3220 | 53.8 | 1880 | 1.40 |
| 3_5_place_dp | 539 | 3150 | 52.5 | 2190 | 1.22 |
==> cell usage in the layout (no fill, tap or decap), drive strengths merged, types with 2 or more instances in the layout <==
cell / netlist / layout
a211o: 4 / 4
and2: 2 / 2
or3: 5 / 5
nand2: 20 / 20
o22ai: 2 / 2
xnor2: 4 / 4
clkbuf: 7 / 6
buf: 5 / 6
nand2b: 2 / 2
nor2b: 2 / 2
o21ai: 15 / 15
clkinv: 1 / 2
o21a: 5 / 5
ha: 16 / 16
mux2: 4 / 4
clkdlybuf4s50: 0 / 56
nor4: 4 / 4
dfrtp: 32 / 32
a31o: 2 / 2
inv: 21 / 21
nand3: 7 / 7
a41oi: 2 / 2
a21o: 2 / 2
xor2: 3 / 3
o221ai: 3 / 3
mux2i: 34 / 34
and3: 2 / 2
a21oi: 32 / 32
o31a: 2 / 2
nor2: 40 / 40
==> cell type report <==
type / count / area (sq um)
fill: 546 / 2770
tap: 75 / 93.8
sequential: 32 / 801
timing repair buffer: 62 / 606
inverter: 22 / 82.6
clock buffer: 6 / 72.6
multi-input combinational: 226 / 1560
clock inverter: 1 / 5.00
==> logic make-up (layout without fill, tap and decap cells) <==
family                     after synthesis  in the layout  synth area share, %
muxes                                   38             38                 15.4
xor gates and xnor gates                 7              7                 2.45
DFF                                     32             32                 32.0
AOI/OAI and AO/OA                       77             77                 20.0
adders and majority gates               17             17                 8.80
buffers and inverters                   34             91                 5.55
and+or+nand+nor                         87             87                 15.8
==> worst register-to-register path, delay by kind of cell (launching register included) <==
kind / cells / cell delay (ps)
AND-OR/OR-AND: 4 / 820
adder cells (fa/ha/maj): 2 / 660
buffers and inverters: 1 / 60
flip-flops: 1 / 370
multiplexers: 1 / 170
AND/OR/NAND/NOR: 1 / 180
No activity file was given, so power comes from the tool's default toggle rates.
